--- design/flow/run.sh ---
#!/bin/bash
# OpenROAD 26Q1-2900-gdf79404cd8, Yosys 0.63+post, stock flow scripts
make -C /OpenROAD-flow-scripts/flow DESIGN_CONFIG=/design/flow/config.mk WORK_HOME=/design/flow/orfs finish
--- design/flow/config.mk ---
export PLATFORM = sky130hd
export DESIGN_NAME = phase_generator
export DESIGN_NICKNAME = phase_generator
export VERILOG_FILES = /design/flow/design.v
export SDC_FILE = /design/flow/constraint.sdc
export NUM_CORES = 4
export LEC_CHECK = 1
export CORE_AREA = 10 10 70 70
export DIE_AREA = 0 0 80 80
--- design/flow/constraint.sdc ---
current_design phase_generator

set clk_period 1.3
set clk_io_pct 0.2

create_clock -name clk0 -period $clk_period [get_ports {clock_slow}]

set non_clock_inputs [all_inputs -no_clocks]
set_input_delay [expr $clk_period * $clk_io_pct] -clock clk0 $non_clock_inputs
set_output_delay [expr $clk_period * $clk_io_pct] -clock clk0 [all_outputs]
--- design/flow/design.v ---
module phase_generator
	#(parameter COUNTS_PER_PERIOD = 128)
	(
		input clock_slow,
		output reg clock_out,
		input wire[6:0] phase_shift,
		input apply_shift
	);
	reg[6:0] counter = 6'd0;
	reg apply_shift_d1;
	initial
		clock_out = 0;
	always @(posedge clock_slow) begin
		counter <= counter + 6'd1;
		apply_shift_d1 <= apply_shift;
		if (!apply_shift_d1 & apply_shift) begin
			counter <= phase_shift;
		end
		clock_out <= (counter < COUNTS_PER_PERIOD/2) ? 1'b1:1'b0;
	end
endmodule
==> results_slide.txt <==
Synthesis and Place & Route Summary

Run status
  • Result of the run: finished clean

Synth
  • Synthesized area per cell: approximately 9.4 µm²
  • Distinct cells, synth: 16
  • Cell Area, Synth: 346.6 µm²
  • Sequential element share of the synthesized area: 51.99%
  • YS warnings: 1
  • Yosys-reported design area after synthesis: 346.6 µm²
  • Gate count of the mapped netlist: 37
  • Yosys cell count: 37
  • Yosys reg bits: 9

Routing
  • WL/cell: 7.375 µm
  • Initial DRC Count: 9
  • Routed Antenna Nets: 0
  • Final antenna diode count: 0
  • Detailed-route DRC error count: 0
  • Total number of vias: 281
  • Via count normalized by instance count: 2.927
  • Final wirelength: 708 µm
  • Drt first pass iters: 4

Critical path
  • Startpoint class of the critical path: register
  • Type of element capturing the critical path: register
  • Worst reg-to-reg setup slack: 0.14 ns
  • Data required time at the worst endpoint: 1.49 ns
  • Crit path kind: reg -> reg
  • Largest fanout on the critical path: 3
  • Critical path data arrival time: 1.36 ns
  • Count of cells along the worst register-to-register path: 4

Placement
  • Detail Placement HPWL: 564.7 µm
  • Post-Place Cells: 92
  • Global placement routability congestion: 0.7093
  • Port-buffer cells: 9

GRT
  • Overall track demand over capacity in global routing: 2.348%
  • Number of antenna violations at the first check in global routing: 0
  • Pin count of the biggest net entering global routing: 13
  • Wire length of the first global-routing pass: 1159 µm
  • Number of global-route vias before repair: between 200 and 300
  • Sum of overflow across all layers after global routing: 0

Cells and area
  • Number of non-filler instances in the completed layout: 96
  • Area grow syn2layout: 51.62%
  • Ratio of cells with drive above 1 in the final layout: 16.00%
  • Fill count: 396

Power and ir drop
  • IR Drop Worst-Case VDD: just over 0.8 mV
  • Leakage power total: 0.1912 nW
  • PwrDens: between 1500 and 2000 nW/µm²

Floorplanning
  • Placeable core area: 3416 µm²
  • Die Ht: 80 µm
  • FP Core Util: 10.15%
  • Total die size: 6400 µm²
  • Row count: 21
  • Boundary pin count: 10
  • Die span in x: 80 µm

Final timing
  • Post-route clock skew: 0.009333 ns
  • Measured slew at the worst slew-check pin: between 0.15 and 0.2 ns
  • Normalized max-slew margin: 89.17%
  • Period minus WS final: 1.164 ns
  • Unrepaired setup endpoints after global routing: false
  • Final total negative setup slack: 0 ns
  • Max-slew violation count: 0
  • Setup-violating endpoint count in the final report: 0
  • Final critical-path share of the clock period: around nine tenths
  • Final hold violations: 0
  • Achievable frequency: 859.0 MHz

CTS
  • Clock input transition at the sequential cells of the worst setup and hold paths: 0.06 ns
  • Clock root buffer: sky130_fd_sc_hd__clkbuf_4
  • Maximum buffer depth of the clock tree: 2
  • Total clock buffers created by CTS: 3
  • H-tree levels: 1
  • Clock tree from TritonCTS: built
  • Insertion delay to the later sink of the worst-skew pair: 0.26 ns
  • Hold-fix buffers at CTS: 0
  • Clock Sinks: 9

Min path
  • Path type of the worst min-delay path: reg -> reg
  • Cell depth of the worst hold path: 1

Job
  • Count of tool warnings: 25
  • Maxcap violations: 0
cell usage after synthesis, drive strengths merged:
master  instances  area, µm²
dfxtp           9      180.2
a31oi           2      12.51
buf             1      5.000
nand3           3      20.02
xnor2           1      8.760
xor2            2      17.52
a21oi           4      20.02
nand2b          1      6.260
nand2           1      3.750
o21ai           2      10.01
inv             1      3.750
mux2            1      11.26
ha              1      12.51
or3             2      12.51
nor2            6      22.52
layout make-up:
class                   count  area [µm²]  share of cell area, %
inverters                   1       3.754                 0.7143
repair buffers             10       96.34                  18.33
clock buffers               4       26.28                  5.000
well taps                  46       57.56                  10.95
flip-flops and latches      9       181.4                  34.52
multi-input cells          26       160.2                  30.48
per-stage QoR:
stage	area (µm²)	total power (W)	setup WS, ns	hold WS, ns	util [%]
global route	525.5	0.001002	0.02204	0.4279	15.38
finish	525.5	0.0009234	0.1359	0.3933	15.38
CTS	521.8	0.0009302	0.08387	0.3915	15.27
detailed placement	496.7	0.0007190	0.04572	0.3768	14.54
floorplan	346.6	0.0006295	0.1624	0.2877	-
global placement	496.7	0.0007079	0.05461	0.3677	14.54
logic make-up (layout without fill, tap and decap cells):
logic type,after synthesis,count (layout),synth area share (%)
XOR/XNOR,3,3,7.583
flip-flops,9,9,51.98
AND-OR/OR-AND,8,8,12.27
buffers and inverters,2,15,2.525
multiplexers,1,1,3.249
adder cells (fa/ha/maj),1,1,3.610
AND/OR/NAND/NOR,13,13,18.77
repair_timing:
action                                  4_1_cts  5_1_grt
endpoints found under the setup margin        1        1
setup buffers                                 0        0
gates resized                                 1        2
flip-flops by register name, indices dropped and copies added (netlist names):
signal          cells
counter             7
apply_shift_d1      1
clock_out           1
worst paths after layout:
check                           startpoint         end
worst max-delay path            counter[1]  counter[6]
worst min-delay path            counter[6]   clock_out
worst max register to register  counter[1]  counter[6]
worst min register to register  counter[6]   clock_out
layer usage:
layer  wire [µm]  global-route usage (%)  up-vias
met5           0                       0        -
met4           0                       0        0
li1            -                       -      155
met3          75                   2.045        0
met1         362                   2.892      116
met2         270                   3.210       10
cells in the final DEF (no fill, tap or decap):
| cell type | n |
|---|---|
| sky130_fd_sc_hd__dfxtp_2 | 1 |
| sky130_fd_sc_hd__nand3_2 | 1 |
| sky130_fd_sc_hd__clkdlybuf4s50_1 | 8 |
| sky130_fd_sc_hd__nand2_1 | 1 |
| sky130_fd_sc_hd__or3_1 | 2 |
| sky130_fd_sc_hd__xor2_1 | 2 |
| sky130_fd_sc_hd__a21oi_1 | 4 |
| sky130_fd_sc_hd__dfxtp_1 | 8 |
| sky130_fd_sc_hd__clkbuf_4 | 3 |
| sky130_fd_sc_hd__nand3_1 | 2 |
| sky130_fd_sc_hd__inv_1 | 1 |
| sky130_fd_sc_hd__dlygate4sd2_1 | 1 |
| sky130_fd_sc_hd__xnor2_1 | 1 |
| sky130_fd_sc_hd__o21ai_0 | 2 |
| sky130_fd_sc_hd__buf_4 | 1 |
| sky130_fd_sc_hd__nand2b_1 | 1 |
| sky130_fd_sc_hd__nor2_1 | 6 |
| sky130_fd_sc_hd__ha_2 | 1 |
| sky130_fd_sc_hd__clkbuf_1 | 1 |
| sky130_fd_sc_hd__mux2_2 | 1 |
| sky130_fd_sc_hd__a31oi_1 | 2 |
where the power goes:
| group | total (W) | leakage, nW | switching, W | internal, W |
|---|---|---|---|---|
| clock network | 0.000211 | 0.0150 | 0.0000926 | 0.000118 |
| logic | 0.000251 | 0.100 | 0.000104 | 0.000146 |
| registers | 0.000462 | 0.0759 | 0.0000789 | 0.000383 |
| total | 0.000923 | 0.191 | 0.000276 | 0.000648 |
critical path, cell delays in order (launching register included):
cell and delay (ns):
sky130_fd_sc_hd__dfxtp_1 0.35, sky130_fd_sc_hd__ha_2 0.21, sky130_fd_sc_hd__nand3_1 0.09, sky130_fd_sc_hd__or3_1 0.30, sky130_fd_sc_hd__a31oi_1 0.16
Power is estimated from default activity; no workload was simulated.
