**flow/design.v**
```verilog
module uart_rx
	#(parameter CLOCK_TICKS_PER_BIT = 128)  
	(
		input clock_in,
		input RX_serial,
		output reg output_RX_done,
		output reg[7:0] output_RX_byte  
	);
	parameter
		IDLE 				= 2'b00,
		RX_START_BIT 	= 2'b01,
		RX_DATA_BITS 	= 2'b10,
		RX_STOP_BIT 	= 2'b11;
	reg[6:0] clock_counter 	= 7'b0;
	reg[2:0] bit_index 		= 0;  
	reg[7:0] buffer_RX_byte = 8'b0;
	reg RX_done;
	reg[1:0]	STATE				= 0;
	always @(posedge clock_in)	begin
		case (STATE)
			IDLE: begin
				RX_done <= 0;
				clock_counter = 7'b0;
				bit_index = 0;
				if (RX_serial == 1'b0)
					STATE <= RX_START_BIT;
				else
					STATE <= IDLE;
			end
			RX_START_BIT: begin
				if (clock_counter == (CLOCK_TICKS_PER_BIT/2)-1) begin
					if (RX_serial == 1'b1)  
						STATE <= IDLE;
					else begin
						clock_counter <= 7'b0;
						STATE <= RX_DATA_BITS; 
					end
				end
				else begin
					clock_counter <= clock_counter + 7'b1;
					STATE <= RX_START_BIT;
				end
			end
			RX_DATA_BITS: begin
				if (clock_counter < CLOCK_TICKS_PER_BIT-1) begin
					clock_counter <= clock_counter + 7'b1;
					STATE <= RX_DATA_BITS;
				end
				else begin
					buffer_RX_byte[bit_index] <= RX_serial;
					STATE <= RX_DATA_BITS;
					if (bit_index < 7) begin
						clock_counter <= 0;
						bit_index <= bit_index + 3'b1;
						RX_done <= 0;
					end
					else begin
						clock_counter <= 0;
						bit_index <= 0;
						STATE <= RX_STOP_BIT;
					end
				end
			end
			RX_STOP_BIT: begin
				if (clock_counter < CLOCK_TICKS_PER_BIT-1) begin
					output_RX_byte <= buffer_RX_byte;  
					clock_counter <= clock_counter + 7'b1;
					STATE <= RX_STOP_BIT;
					RX_done <= 1;
				end
				else begin
					clock_counter <= 0;
					STATE <= IDLE;
				end
			end
			default:
				STATE <= IDLE;
		endcase
		output_RX_done <= RX_done;
	end
endmodule
```
**flow/run.sh**
```bash
#!/bin/bash
# OpenROAD 26Q1-2900-gdf79404cd8, Yosys 0.63+post, stock flow scripts
make -C /OpenROAD-flow-scripts/flow DESIGN_CONFIG=/design/flow/config.mk WORK_HOME=/design/flow/orfs finish
```
**flow/config.mk**
```make
export PLATFORM = sky130hd
export DESIGN_NAME = uart_rx
export DESIGN_NICKNAME = uart_rx
export VERILOG_FILES = /design/flow/design.v
export SDC_FILE = /design/flow/constraint.sdc
export NUM_CORES = 4
export LEC_CHECK = 1
export CORE_AREA = 10 10 97 97
export DIE_AREA = 0 0 107 107
```
**flow/constraint.sdc**
```tcl
current_design uart_rx

set clk_period 2.4
set clk_io_pct 0.2

create_clock -name clk0 -period $clk_period [get_ports {clock_in}]

set non_clock_inputs [all_inputs -no_clocks]
set_input_delay [expr $clk_period * $clk_io_pct] -clock clk0 $non_clock_inputs
set_output_delay [expr $clk_period * $clk_io_pct] -clock clk0 [all_outputs]
```
==> flow_summary.ini <==
; flow metrics
[run_status]
status = finished, final reports clean

[final_timing]
setup_viol = 0
tightest_slew_ns = 0.6610
fin_crit_ns = 1.940
finalClockPeriodUsage_pct = 80.83
drv_slew = 0
fmax_ghz = 0.5155
rsz0062_at_grt = no
slew_headroom_pct = 55.47
finalClockSkew_ns = 0.006206
hold_viol = 0
setup_tns_ns = 0
whs_ns = 0.3413

[job]
openroad.warnings = 28
maxCapViolCount = 0

[setup_path]
reg2reg_depth = 4
critPathKind = reg -> reg
cp_top_family = simple AND/OR/NAND/NOR gates
reg2reg_to = clock_counter[0]
start_kind = flop
worstPathCellList = ha_1 -> nand3_2 -> or3_4 -> or3_1
r2r-start = clock_counter[0]
startpoint = clock_counter[0]
critical_path_depth = 4
slowest_stage = or3_1
critPathBufInv = 0
reg2reg_slack_ns = 0.46
crit_end = clock_counter[0]
critPathMaxFanout = 7
cp-end-kind = flop
max_stage_delay_ns = 0.50
cp.required_ns = 2.38
worstPathArrival_ns = 1.92

[logic_synthesis]
syn_avg_cell_area_um2 = 12.91
yosys_warnings = 1
synth_area_leader_cell = edfxtp_1
numSynthFlops = 30
ys_seq_share_pct = 61.32
yosys_cells = 110
top_cells_by_area = edfxtp_1, ha_1, dfxtp_1, mux2_2, o2bb2ai_1
yosysUniqueCellTypes = 37
netlist.area_leader.share_pct = 57.09
synthCells = 110
mappedNetlistArea_mm2 = 0.001420
ys_area_mm2 = 0.001420

[detailed_routing]
avgViaCountPerCell = 3.880
routed_wl_um = 2416
routedWlPerCell_um = 10.74
ant_nets = 0
firstDrtPassIters = 4
remaining_drc_errors = 0
via_count = 873
n_antenna_cell = 0
drt_iter0_drc = 21

[grt]
grt_start_max_net_pins = 12
grt_pass1_wl_um = 4133
antenna_found_initial = 0
gr-total-overflow = 0
grt_pass1_vias = 886
grt_usage_pct = 4.348

[floorplan]
initial_core_util_pct = 19.47
core_area_mm2 = 0.007292
die_h_um = 107
dieArea_mm2 = 0.01145
rows = 31
die_w_um = 107
num_io_pins = 11

[place]
dp_hpwl_um = 1695
gp_congestion = 0.7969
dpl.cell_count = 217
portBuffers = 10

[layout]
stdcell_count = 225
n_fill_cell = 791
drive_above_1_share_pct = 13.49
area_growth_pct = 21.15

[clock_network]
post_cts_resized = 0
clock_path_buffers = 2
clk_pin_slew_worst_paths_ns = 0.06
postCtsSetupBuffers = 0
clockRootBuffer = clkbuf_8
cts.htree.levels = 2
cts_num_sinks = 30
holdBufCountCts = 0
cts_buffers = 5
clock_latency_ns = 0.28
cts_tree = done

[hold_path]
hold_depth = 0
hold_path_class = reg -> reg

[power]
peakVddDrop_v = 0.0001389
power_leakage_uw = 0.0005796
power.density_mw_per_mm2 = 547.0
==> stage by stage <==
stage / setup slack, ns / util (%) / area (um^2) / power, uW
floorplan: 0.3682 / - / 1420 / 574.9
global placement: 0.4405 / 22.48 / 1639 / 577.1
detailed placement: 0.4221 / 22.48 / 1639 / 577.2
CTS: 0.4530 / 23.59 / 1720 / 952.5
global route: 0.3237 / 23.59 / 1720 / 973.9
finish: 0.4602 / 23.59 / 1720 / 941.1
==> flip-flops by register name (all words and copies together), names as in the netlist <==
register,count
STATE,2
output_RX_done,1
RX_done,1
clock_counter,7
buffer_RX_byte,8
bit_index,3
output_RX_byte,8
==> cell usage after synthesis <==
| library cell | count |
|---|---|
| o41ai_1 | 1 |
| nand3b_1 | 1 |
| and2_1 | 1 |
| nor3_1 | 1 |
| nor4_1 | 1 |
| o21ai_0 | 4 |
| nand3_1 | 5 |
| or2_1 | 1 |
| or4_1 | 1 |
| ha_1 | 5 |
| or3_4 | 1 |
| or3_1 | 1 |
| or2_2 | 1 |
| clkbuf_1 | 2 |
| or2b_1 | 1 |
| dfxtp_1 | 3 |
| nand4_1 | 1 |
| a21oi_1 | 6 |
| nor4b_1 | 2 |
| o2bb2ai_1 | 4 |
| edfxtp_1 | 27 |
| o311ai_2 | 1 |
| inv_1 | 7 |
| nor2_1 | 4 |
| o2111ai_1 | 1 |
| xor2_1 | 2 |
| nor3b_1 | 1 |
| or3_2 | 1 |
| xnor2_1 | 4 |
| nand2_1 | 7 |
| a22oi_1 | 2 |
| clkbuf_2 | 1 |
| nand3_2 | 1 |
| o311ai_1 | 1 |
| o31ai_1 | 2 |
| buf_4 | 1 |
| mux2_2 | 4 |
==> report_power, final <==
part / total [uW] / internal, uW / switching, uW / leakage, uW
Combinational: 5.34 / 2.30 / 3.05 / 0.000252
Sequential: 561 / 561 / 0 / 0.000285
Clock: 375 / 199 / 176 / 0.0000426
==> metal layers <==
metal	routed length, um	share of wire (%)	vias up	global-route usage [%]
li1	-	-	446	-
met4	79	3.3	0	1.161
met1	1151	48	403	5.846
met5	0	0	-	0
met3	184	7.6	5	1.880
met2	1001	41	19	6.321
==> cell type report <==
cell class	count	area (um^2)	area share, %
timing repair buffer	12	115.1	6.691
tap	99	123.9	7.200
inverter	7	26.28	1.527
multi-input combinational	69	503.0	29.24
clock inverter	2	8.758	0.5091
sequential	30	870.8	50.62
clock buffer	6	72.57	4.218
==> how the worst min path moves through the flow <==
stage	start	end	slack, ns
after CTS	RX_done	output_RX_done	0.34
after global routing	RX_done	output_RX_done	0.35
final	RX_done	output_RX_done	0.34
==> kinds of logic after synthesis <==
| kind of cell | after synthesis | share of synthesized area [%] |
|---|---|---|
| simple gates | 32 | 13.04 |
| fa+ha+maj | 5 | 4.405 |
| compound gates | 22 | 11.10 |
| xor+xnor | 6 | 3.700 |
| buf+inv | 11 | 3.260 |
| flops | 30 | 61.32 |
| mux | 4 | 3.172 |
==> placed cells by master, fill, tap and decap left out, types with 2 or more instances in the layout <==
cell type,n
edfxtp_1,27
o21ai_0,4
mux2_2,4
xor2_1,2
ha_1,5
o31ai_1,2
clkbuf_8,5
a22oi_1,2
nor4b_1,2
dfxtp_1,3
xnor2_1,4
nand2_1,7
clkdlybuf4s50_1,10
a21oi_1,6
inv_1,7
nand3_1,5
nor2_1,4
o2bb2ai_1,4
buf_4,2
==> worst register-to-register path: cells and delay by family, from the launching register on <==
| kind | cells | cell delay (ns) |
|---|---|---|
| AND/OR/NAND/NOR | 3 | 1.03 |
| adder cells (fa/ha/maj) | 1 | 0.22 |
| flip-flops | 1 | 0.40 |
Power is estimated from default activity; no workload was simulated.
